<file path="flow/design.v">
`timescale 1ns / 1ps
module BCDtoSevenSeg(a,b,c,d,e,f,g,BCDIn);
output reg a,b,c,d,e,f,g;
input [3:0] BCDIn;
always @(BCDIn)
begin
    convert_time(a, b, c, d, e, f, g, BCDIn);
end
task convert_time;
output reg A,B,C,D,E,F,G;
input [3:0] in;
begin
    case(in)
        0: begin A = 1'b1; B = 1'b1; C = 1'b1; D = 1'b1; E = 1'b1; F = 1'b1; G = 1'b0; end
        1: begin A = 1'b0; B = 1'b1; C = 1'b1; D = 1'b0; E = 1'b0; F = 1'b0; G = 1'b0; end
        2: begin A = 1'b1; B = 1'b1; C = 1'b0; D = 1'b1; E = 1'b1; F = 1'b0; G = 1'b1; end
        3: begin A = 1'b1; B = 1'b1; C = 1'b1; D = 1'b1; E = 1'b0; F = 1'b0; G = 1'b1; end    
        4: begin A = 1'b0; B = 1'b1; C = 1'b1; D = 1'b0; E = 1'b0; F = 1'b1; G = 1'b1; end
        5: begin A = 1'b1; B = 1'b0; C = 1'b1; D = 1'b1; E = 1'b0; F = 1'b1; G = 1'b1; end
        6: begin A = 1'b1; B = 1'b0; C = 1'b1; D = 1'b1; E = 1'b1; F = 1'b1; G = 1'b1; end
        7: begin A = 1'b1; B = 1'b1; C = 1'b1; D = 1'b0; E = 1'b0; F = 1'b0; G = 1'b0; end
        8: begin A = 1'b1; B = 1'b1; C = 1'b1; D = 1'b1; E = 1'b1; F = 1'b1; G = 1'b1; end
        9: begin A = 1'b1; B = 1'b1; C = 1'b1; D = 1'b1; E = 1'b0; F = 1'b1; G = 1'b1; end
        default: begin A = 1'b0; B = 1'b0; C = 1'b0; D = 1'b0; E = 1'b0; F = 1'b0; G = 1'b0; end
    endcase
end
endtask
endmodule
</file>
<file path="flow/run.sh">
#!/bin/bash
# OpenROAD 26Q1-2900-gdf79404cd8, Yosys 0.63+post, stock flow scripts
make -C /OpenROAD-flow-scripts/flow DESIGN_CONFIG=/design/flow/config.mk WORK_HOME=/design/flow/orfs finish
</file>
<file path="flow/config.mk">
export PLATFORM = sky130hd
export DESIGN_NAME = BCDtoSevenSeg
export DESIGN_NICKNAME = BCDtoSevenSeg
export VERILOG_FILES = /design/flow/design.v
export SDC_FILE = /design/flow/constraint.sdc
export NUM_CORES = 4
export LEC_CHECK = 1
export CORE_AREA = 10 10 70 70
export DIE_AREA = 0 0 80 80
</file>
<file path="flow/constraint.sdc">
current_design BCDtoSevenSeg

set clk_period 1.6
set clk_io_pct 0.2

create_clock -name clk0 -period $clk_period

set non_clock_inputs [all_inputs -no_clocks]
set_input_delay [expr $clk_period * $clk_io_pct] -clock clk0 $non_clock_inputs
set_output_delay [expr $clk_period * $clk_io_pct] -clock clk0 [all_outputs]
</file>
==> notes.md <==
yosys + openroad results -> Setup crit end kind=output port, highest-count cells in the layout ignoring fill and taps=sky130_fd_sc_hd__buf_4, sky130_fd_sc_hd__buf_2, sky130_fd_sc_hd__inv_1, sky130_fd_sc_hd__ha_1, total negative slack=0 ns, total of hold buffers inserted after clock tree synthesis=0, number of endpoints with negative hold slack in the final report=0, GRT Total Usage=2.309%, Gate Count Post-Synth=28, period utilization=96.28%, result of the run=completed, highest-delay cell along the critical path=sky130_fd_sc_hd__o31a_1, setup-violating endpoint count in the final report=0, drt wl/cell=7.617 µm, final HPWL from detailed placement=607.6 µm, Pre-antenna DRT Iters=4, Reg area=0 µm², total overflow reported by the global router=0, Power per Cell Area=226.0 nW/µm², total I/O pin count=11, mean number of vias per cell=2.713, number of clock buffers in the layout=0, most frequently placed logic cell in the final layout=sky130_fd_sc_hd__buf_4, path category of the worst min-delay check=input port to output port, Critical Path RT=1.28 ns, number of nets with antenna violations after detailed routing=0, cell total after placement=89, main area contributors after synthesis=sky130_fd_sc_hd__ha_1, sky130_fd_sc_hd__o22ai_1, sky130_fd_sc_hd__buf_6, share of synthesized area occupied by flip-flops and latches=0%, count of buffers from port buffering=11, number of cells in Yosys stat=28, wire length reported by the detailed router=716 µm, antenna violations before repair=0, number of core rows=21, list of cells traversed by the critical path=buf_4, inv_2, buf_6, ha_2, inv_1, o31a_1, clkdlybuf4s15_1, Core Region=3416 µm², Leakage=0.2162 nW, count of flip-flops and latches=0, Ys Warns=1, largest net degree at the start of global routing=9, logic area=209.0 µm², Layout Cell Area excl Fill=461.7 µm², slew of the pin with the lowest slew margin=0.2027 ns, Yosys Chip Area=220.2 µm², endpoint arrival time on the critical path=1.22 ns, Post-Synthesis Mean Instance Area=7.865 µm², peak supply drop=0.02232 mV, critical path peak fanout=3, Worst path max stage delay=0.28 ns, summed instance area of the synthesized netlist=220.2 µm², number of remaining DRC errors=0, routability congestion estimate=0.7899, via count of the first global-routing pass=252, reported max-cap violation count=0, total die size=6400 µm², x dimension of the die=80 µm, number of library cell types mapped by synthesis=13, Pre-Place Util=6.447%, # diodes=0, number of warning messages in the logs=37, Area Overhead vs Synth=109.7%, cell area after placement=410.4 µm², timing-limited maximum frequency=0.6492 GHz, type of origin of the critical path=input port, Fill cells=398, share of post-route cells with drive strength above 1=60.42%, Setup CP Type=input port to output port, depth of the worst hold-timing path=5, DIE HEIGHT=80 µm, top cell type by total area after synthesis=sky130_fd_sc_hd__ha_1, wire length of the first global-routing pass=1.221 mm, via count=255, number of slew-limit violations in the final report=0, crit path time final=1.540 ns, minimum hold slack=1.114 ns, drt initial violations=2, setup repair after global routing missed its margin=false, fraction of synthesized cell area taken by the top area cell type=34.09%, post-layout instance count excluding filler cells=94, Slew HR=86.49%
-- worst max-delay path, delay by kind of cell --
| family | cells | cell delay, ns |
|---|---|---|
| AOI/OAI and AO/OA | 1 | 0.28 |
| adders and majority gates | 1 | 0.15 |
| buffers and inverters | 5 | 0.46 |
-- cells in the mapped netlist, drive strengths merged --
| library cell | count |
|---|---|
| mux2i | 1 |
| o31a | 1 |
| a21oi | 1 |
| ha | 6 |
| o21ai | 2 |
| buf | 2 |
| nand2b | 1 |
| a21o | 1 |
| nor2 | 1 |
| xnor2 | 1 |
| o22ai | 5 |
| inv | 6 |
-- final cells by class --
class,instances,share of cell area (%)
Inverter,6,5.420
Timing Repair Buffer,22,36.86
Tap cell,46,12.47
Multi-Input combinational cell,20,45.26
-- repair_timing --
| item | 4_1_cts | 5_1_grt |
|---|---|---|
| pin swaps | 1 | 2 |
| setup endpoints to repair | 7 | 3 |
| gates cloned | 0 | 0 |
| endpoints found under the hold margin | 0 | 0 |
| gates resized | 35 | 10 |
| setup buffers | 4 | 1 |
-- routing by layer --
layer,GRT usage [%],routed length [µm]
met1,2.175,241
met3,0.4545,35
met5,0,0
met4,0,0
met2,5.056,439
-- kinds of logic (layout without fill, tap and decap cells) --
family	Yosys count	count (layout)	synth area share, %
AND-OR/OR-AND	10	10	28.98
buffers and inverters	8	28	20.45
adder cells (fa/ha/maj)	6	6	34.09
AND/OR/NAND/NOR	2	2	7.951
XOR/XNOR	1	1	3.978
multiplexers	1	1	4.546
-- per-stage QoR --
step	utilization, %	total power (W)	setup slack (ns)
after global placement	12.01	0.00009628	-0.6089
after floorplan	-	0.00003936	0.4409
after detailed placement	12.01	0.00009819	-0.6525
after global routing	13.52	0.0001187	0.005087
after CTS	12.60	0.00009471	0.01136
final	13.52	0.0001044	0.05960
-- report_power, final --
group | internal (W) | switching, W | total, W | leakage [nW]
Combinational | 0.0000617 | 0.0000427 | 0.000104 | 0.216
Clock | 0 | 0 | 0 | 0
Sequential | 0 | 0 | 0 | 0
-- final timing paths --
path | start | endpoint | slack [ns]
setup / recovery | BCDIn[0] | c | 0.06
hold / removal | BCDIn[1] | a | 1.11
Power is estimated from default activity; no workload was simulated.
