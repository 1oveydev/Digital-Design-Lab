[design/flow/design.v]
`timescale 1ns / 1ps
module BCDtoDecimalBeh(DECOut, BCDIn, CLK, nRST);
output reg [9:0] DECOut;
input [3:0] BCDIn;
input CLK, nRST;
initial begin
    DECOut = 10'b0000000000;
end
always @(posedge CLK) 
begin
    if (nRST) begin
        DECOut = (BCDIn < 10) ? 2**BCDIn : 10'b0000000000;
    end
end
endmodule
[design/flow/run.sh]
#!/bin/bash
# OpenROAD 26Q1-2900-gdf79404cd8, Yosys 0.63+post, stock flow scripts
make -C /OpenROAD-flow-scripts/flow DESIGN_CONFIG=/design/flow/config.mk WORK_HOME=/design/flow/orfs finish
[design/flow/config.mk]
export PLATFORM = sky130hd
export DESIGN_NAME = BCDtoDecimalBeh
export DESIGN_NICKNAME = BCDtoDecimalBeh
export VERILOG_FILES = /design/flow/design.v
export SDC_FILE = /design/flow/constraint.sdc
export NUM_CORES = 4
export LEC_CHECK = 1
export CORE_AREA = 10 10 70 70
export DIE_AREA = 0 0 80 80
[design/flow/constraint.sdc]
current_design BCDtoDecimalBeh

set clk_period 1.1
set clk_io_pct 0.2

create_clock -name clk0 -period $clk_period [get_ports {CLK}]

set non_clock_inputs [all_inputs -no_clocks]
set_input_delay [expr $clk_period * $clk_io_pct] -clock clk0 $non_clock_inputs
set_output_delay [expr $clk_period * $clk_io_pct] -clock clk0 [all_outputs]
==> flow_metrics.py <==
# Generated from Yosys and OpenROAD reports
metrics = {
    "final_layout": {
        "layout_top_cells": "10 x edfxtp_1, 10 x clkdlybuf4s15_1, 9 x buf_4",
        "largest_reg_flops": 10,
        "instances_no_fill": 95,
        "fin_area_um2": 767,
        "post-route-util_pct": 22.5,
        "syn2layout_area_growth_pct": 58.8,
        "drive_gt1_share_pct": 44.9,
    },
    "run_status": {
        "status": "complete, no violations",
    },
    "global_route": {
        "grt_pass1_wl_um": 1410,
        "overflow": 0,
        "grtUsageMet3_pct": 2.61,
        "met2_usage_pct": 3.61,
        "grt_max_degree": 11,
        "grt_busiest_layer": "met1",
        "grt_pass1_vias": 305,
        "grt_util_met1_pct": 3.61,
        "grt_usage_pct": 2.85,
        "antenna_found_initial": 0,
    },
    "detailed_routing": {
        "ant_nets": 0,
        "antenna-diode-count": 0,
        "dr.pass1.iters": 1,
        "num_vias": 312,
        "drt_iter0_markers": 0,
        "viasPerCell": 3.28,
        "totalWireLength_um": 944,
        "wl_per_cell_um": 9.94,
        "drcViolationCount": 0,
    },
    "synthesis": {
        "syn_inst": 24,
        "yosys_area_um2": 483,
        "avgSynthCellArea_um2": 20.1,
        "synth_flops": 10,
        "synthesis.area_um2": 483,
        "ys.warnings.count": 1,
        "synthDominantCellAreaShare_pct": 62.2,
        "ys_seq_share_pct": 62.2,
        "top_area_cell": "edfxtp_1",
        "ys_types": 8,
        "area_leaders": "edfxtp_1 62%, nor4b_2 12%, and4bb_2 7.8%, nor4bb_4 5.2%, buf_6 4.7%",
        "ys_cells": 24,
    },
    "sta": {
        "layout_setup_ws_ns": 0.0485,
        "final_hold_viol_count": 0,
        "rsz0062_at_grt": "false",
        "finalCritPeriodShare_pct": 95.6,
        "max_freq_ghz": 0.951,
        "worst_pin_slew_ns": 0.273,
        "slew_headroom_pct": 81.8,
        "slew_viol_final": 0,
        "finalCriticalPeriod_ns": 1.05,
        "setup_viol_count_final": 0,
    },
    "critical_path": {
        "crit_slowest_cell": "edfxtp_1",
        "cp_top_family": "flip-flops",
        "cp_slowest_stage_delay_ns": 0.38,
        "cp-start-kind": "flop",
        "crit_buf_inv": 1,
        "crit_chain": "clkdlybuf4s15_1",
        "critPathMaxFanout": 1,
        "arrival_ns": 0.83,
        "cp_num_cells": 1,
        "criticalPathCategory": "flop to output port",
        "crit_path_start": "DECOut[6]",
        "end_kind": "output port",
        "crit_end": "DECOut[6]",
        "required_ns": 0.88,
    },
    "power_and_ir_drop": {
        "p_int_mw": 0.659,
        "pwr-share-comb_pct": 15.4,
        "pwr-share-clk_pct": 29.9,
        "p_seq_share_pct": 54.7,
        "vdd_drop_max_v": 0.000525,
        "swShare_pct": 20.1,
        "leakage_nw": 0.280,
        "power_switching_mw": 0.166,
        "power_density_nw_per_um2": 1080,
    },
    "floorplanning": {
        "io_pins": 16,
        "die_area_um2": 6400,
        "fp.coreArea_um2": 3420,
        "row_count": 21,
        "die_h_um": 80,
        "initial_core_util_pct": 14.1,
        "dieWidth_um": 80,
    },
    "placed_design": {
        "placed_cells": 91,
        "io_buffer_count": 15,
        "dp_slack_ns": -0.277,
        "hpwl_um": 795,
        "place_congestion": 0.715,
        "placed_area_um2": 741,
    },
    "clock_network": {
        "cts-buffers-inserted": 3,
        "htree_levels": 1,
        "cts_buffer_depth": 2,
        "cts.clk_slew.worst_paths_ns": 0.06,
        "cts_num_sinks": 10,
        "cts_tree": "built",
        "cts_root_buf": "clkbuf_4",
    },
    "hold_path": {
        "min_path_type": "input pin to flop",
    },
    "job": {
        "warning_count": 25,
        "drv_cap": 0,
    },
}
[layout make-up]
type,count,area (um^2)
fillers,376,2650
clock inverters,1,3.75
repair buffers,25,238
flip-flops and latches,10,300
clock buffers,3,22.5
multi-input cells,10,145
well taps,46,57.6
[kinds of logic after synthesis]
| logic type | Yosys count | synth area share, % |
|---|---|---|
| and+or+nand+nor | 10 | 30.1 |
| DFF | 10 | 62.2 |
| buffers and inverters | 4 | 7.77 |
[through the flow]
step | total power [mW] | setup TNS [ns] | hold WS (ns)
6_report | 0.825 | 0 | 0.436
5_1_grt | 0.864 | 0 | 0.457
4_1_cts | 0.839 | 0 | 0.593
3_5_place_dp | 0.604 | -3.08 | 0.982
3_3_place_gp | 0.601 | -2.99 | 0.981
2_1_floorplan | 0.502 | 0 | 0.332
[cell usage after synthesis]
master,count
and4bb_2,3
nor4_2,1
and4b_1,1
buf_4,2
nor4bb_4,1
nor4b_2,4
buf_6,2
edfxtp_1,10
[power by group through the flow]
stage     Sequential [mW]  Combinational, mW  Clock [mW]
6_report            0.451              0.127       0.247
5_1_grt             0.454              0.137       0.273
4_1_cts             0.452              0.129       0.258
[layer usage]
layer / wire length, um / part of all wire (%)
met1: 435 / 46
met2: 367 / 39
met3: 133 / 14
met4: 7 / 0.74
met5: 0 / 0
[worst min path at each step]
stage	cells after the start	startpoint	slack (ns)	endpoint
4_1_cts	2	BCDIn[2]	0.59	DECOut[4]
5_1_grt	2	BCDIn[3]	0.46	DECOut[4]
6_report	2	BCDIn[3]	0.44	DECOut[4]
[repair_timing]
action,in CTS,in global routing
hold buffers,0,0
gates cloned,0,0
gates resized,20,3
endpoints found under the setup margin,11,7
setup buffers,0,0
pin swaps,0,0
endpoints found under the hold margin,0,0
No activity file was given, so power comes from the tool's default toggle rates.
